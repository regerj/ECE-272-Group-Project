## design/flow/design.v

```verilog
module transformer (input logic clk_1Hz,
						  input logic reset,
						  input logic [11:0] controller_state,
						  output logic [9:0] sprite_x,
						  output logic [8:0] sprite_y);
always @ (posedge clk_1Hz)
begin
	if(reset)
	begin
		sprite_x = 10'b1000000000;
		sprite_y = 9'b100000000;
	end
	else
	begin
		if(controller_state[4])
			sprite_y = sprite_y + 1;
		if(controller_state[5])
			sprite_y = sprite_y - 1;
		if(controller_state[6])
			sprite_x = sprite_x - 1;
		if(controller_state[7])
			sprite_x = sprite_x + 1;
	end
end
endmodule
```

## design/flow/run.sh

```bash
#!/bin/bash
# OpenROAD 26Q1-2900-gdf79404cd8, Yosys 0.63+post, stock flow scripts
make -C /OpenROAD-flow-scripts/flow DESIGN_CONFIG=/design/flow/config.mk WORK_HOME=/design/flow/orfs finish
```

## design/flow/config.mk

```make
export PLATFORM = sky130hd
export DESIGN_NAME = transformer
export DESIGN_NICKNAME = transformer
export VERILOG_FILES = /design/flow/design.v
export SDC_FILE = /design/flow/constraint.sdc
export NUM_CORES = 4
export LEC_CHECK = 1
export CORE_AREA = 10 10 109 109
export DIE_AREA = 0 0 119 119
```

## design/flow/constraint.sdc

```tcl
current_design transformer

set clk_period 4.7
set clk_io_pct 0.2

create_clock -name clk0 -period $clk_period [get_ports {clk_1Hz}]

set non_clock_inputs [all_inputs -no_clocks]
set_input_delay [expr $clk_period * $clk_io_pct] -clock clk0 $non_clock_inputs
set_output_delay [expr $clk_period * $clk_io_pct] -clock clk0 [all_outputs]
```

==> results.ini <==
[floorplanning]
placement_rows = 36
die_height_um = 119
fp_util = 0.167
chip_area_um2 = 14200
die_width_um = 119
coreArea_um2 = 9640
num_io_pins = 33

[logic_synthesis]
ys.warnings.count = 1
ys_area_um2 = 1610
asyncSetResetFlopFracSynth = 0
netlist_instances = 203
topCellsByArea = sky130_fd_sc_hd__dfxtp_1, sky130_fd_sc_hd__xnor2_1, sky130_fd_sc_hd__mux2i_1
post_synth.cell_area_avg_um2 = 7.93
ff_type = sky130_fd_sc_hd__dfxtp_1
synth_area_leader_cell = sky130_fd_sc_hd__dfxtp_1
ys_top_cells_by_count = sky130_fd_sc_hd__dfxtp_1, sky130_fd_sc_hd__nor2_1, sky130_fd_sc_hd__xnor2_1
synthMostInstantiatedCell = sky130_fd_sc_hd__dfxtp_1
syn_area_um2 = 1610
edf_count = 0
ys_seq_elements = 19
ys_seq_frac = 0.236
netlist.area_leader.share = 0.236
synth.yosys.num_cells = 203
post_synth_num_cell_types = 51

[critical_path]
setup.worst_path.class = input pin to flop
worstSetupEndpointType = flop
cp.arrival_ns = 3.44
crit_path_cell_trace = clkdlybuf4s50_1 -> or4b_4 -> or3_1 -> a211o_1 -> a2111oi_4 -> mux2i_1
cpMaxStageDelayCell = sky130_fd_sc_hd__clkdlybuf4s50_1
critical_path_required_ns = 4.89
critical_path.max_fanout = 12
worst_setup_start_kind = input pin
critical-path-max-stage-delay_ns = 0.72

[clocking]
worst_setup_hold_path_clk_slew_ns = 0.08
cts_max_path_buffers = 2
post-cts-setup-buffers = 0
cts_tree = done
cts_num_sinks = 19
insertion_delay_ns = 0.25
htreeDepth = 1
postCtsResizedCells = 0
holdBufCountCts = 0
cts_inserted_buffers = 3
buffer_type_at_the_clock_tree_root = sky130_fd_sc_hd__clkbuf_8

[power_and_ir_drop]
peakVddDrop_mv = 0.0892
power_density_nw_per_um2 = 366
switching_share = 0.387
power.net_switching_mw = 0.280
power.combinational.fraction = 0.460
power.share.sequential = 0.377
p_leak_nw = 0.651
clock_power_share = 0.163
internal_power_mw = 0.444

[detailed_routing]
num_antenna_cells = 0
drt-vias-per-instance = 4.19
vias = 1471
wire_per_inst_um = 11.3
drt_pass_1_iters = 4
drtAntennaViolNets = 0
finalWirelength_mm = 3.98
drtIter0Drc = 102
post-route-drc-count = 0

[timing]
maxSlewViolCount = 0
finalClockPeriodUsage = 0.691
timing_hold_violations_final = 0
totalNegativeSetupSlack_ns = 0
max-slew-margin-rel = 0.558
worst-slew-pin-transition_ns = 0.654
post-route-min-period_ns = 3.25
setup_viol_count_final = 0
grt_setup_unrepaired = no
skew_ns = 0.00213
achievable-frequency_mhz = 308

[placement]
port-buffer-count = 24
placed_cells_incl_taps = 347
placer_s_final_routability_congestion_estimate = 0.850
detailedPlacementHpwl_mm = 2.99

[flow_run]
max_cap_violations = 0
warning_count = 33

[cells_and_area]
flow.area_growth_from_synthesis_pct = 23.2
post_route_cells_drive_above_1_share = 0.0642
stdcell_count = 351

[min_path]
hold_path_class = flop to flop

[outcome]
outcome = finished, final reports clean

[grt]
grt_remaining_overflow = 0
grt_max_degree = 21
first_pass_grt_wire_length_mm = 6.96
grt_resource_usage_total = 0.0559
first_global_vias = 1446
grt_antenna_before_repair = 0

state kept, by name, summed over array words and instances, names as in the netlist:
register  cells
sprite_x     10
sprite_y      9
critical path: cells and delay by family:
kind	cells	cell delay [ns]
and+or+nand+nor	2	0.88
buffers and inverters	1	0.72
AOI/OAI and AO/OA	2	0.69
muxes	1	0.21
power groups by stage:
stage / sequential (mW) / combinational, mW / clock (mW)
finish: 0.274 / 0.333 / 0.118
CTS: 0.274 / 0.339 / 0.126
global route: 0.285 / 0.380 / 0.130
layout make-up:
cell class,count,area (um2)
multi-input cells,164,1120
well taps,133,166
flip-flops and latches,19,380
clock buffers,4,45.0
inverters,6,22.5
fillers,1073,7660
repair buffers,25,248
through the flow:
stage	worst slack, ns	power (mW)	util	hold WS [ns]	cell area (um2)
global route	1.27	0.795	0.206	0.720	1980
floorplan	2.05	0.502	-	0.562	1610
global placement	1.23	0.611	0.201	0.631	1940
CTS	1.47	0.738	0.206	0.650	1980
finish	1.45	0.725	0.206	0.640	1980
detailed placement	1.20	0.613	0.201	0.633	1940
cell usage in the layout, fill, tap and decap left out, types with 6 or more instances in the layout:
cell / netlist / routed
sky130_fd_sc_hd__nand3_1: 9 / 9
sky130_fd_sc_hd__xor2_1: 6 / 6
sky130_fd_sc_hd__clkdlybuf4s50_1: 0 / 24
sky130_fd_sc_hd__nor2_1: 16 / 16
sky130_fd_sc_hd__o21ai_0: 8 / 8
sky130_fd_sc_hd__mux2i_1: 6 / 6
sky130_fd_sc_hd__inv_1: 6 / 6
sky130_fd_sc_hd__dfxtp_1: 19 / 19
sky130_fd_sc_hd__nor3_1: 10 / 10
sky130_fd_sc_hd__xnor2_1: 15 / 15
sky130_fd_sc_hd__a21oi_1: 7 / 7
sky130_fd_sc_hd__nand2_1: 14 / 14
metal layers:
layer / vias to the layer above / share of wire / track usage
met5: - / 0 / 0
met4: 0 / 0.026 / 0.0168
met3: 8 / 0.039 / 0.00911
met2: 27 / 0.43 / 0.0882
met1: 664 / 0.50 / 0.0769
li1: 772 / - / -
worst paths after layout:
| kind | from | to | slack [ns] | cells past startpoint |
|---|---|---|---|---|
| max | controller_state[6] | sprite_x[8] | 1.45 | 6 |
| max reg2reg | sprite_x[0] | sprite_x[8] | 2.27 | 7 |
| min reg2reg | sprite_y[8] | sprite_y[8] | 0.64 | 3 |
| min | sprite_y[8] | sprite_y[8] | 0.64 | 3 |
logic make-up (layout without fill, tap and decap cells):
kind of cell / Yosys count / after routing / synth area share
buffers and inverters: 20 / 35 / 0.0676
muxes: 7 / 7 / 0.0443
adders and majority gates: 4 / 4 / 0.0311
xor gates and xnor gates: 21 / 21 / 0.114
and+or+nand+nor: 91 / 91 / 0.319
AOI/OAI and AO/OA: 41 / 41 / 0.187
DFF: 19 / 19 / 0.236
Power is estimated from default activity; no workload was simulated.
