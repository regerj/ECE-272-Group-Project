==> design/flow/constraint.sdc <==
current_design top_level

set clk_period 20.2
set clk_io_pct 0.2

create_clock -name clk0 -period $clk_period [get_ports {clk}]

set non_clock_inputs [all_inputs -no_clocks]
set_input_delay [expr $clk_period * $clk_io_pct] -clock clk0 $non_clock_inputs
set_output_delay [expr $clk_period * $clk_io_pct] -clock clk0 [all_outputs]
==> design/flow/config.mk <==
export PLATFORM = sky130hd
export DESIGN_NAME = top_level
export DESIGN_NICKNAME = top_level
export VERILOG_FILES = /design/flow/design.v
export SDC_FILE = /design/flow/constraint.sdc
export NUM_CORES = 4
export LEC_CHECK = 1
export CORE_UTILIZATION = 30
==> design/flow/design.v <==
module clockdivider(input logic clock,
						  input logic reset,
						  output logic clk_25MHz);
reg [1:0] counter;
always@(posedge reset or posedge clock)
begin
	if (reset == 1)
	begin
		clk_25MHz <= 0;
		counter <= 0;
	end
	else
	begin
		counter <= counter + 1;
		if(counter == 0)
		begin
			counter <= 0;
			clk_25MHz <= ~clk_25MHz;
		end
	end
end
endmodule
module rgb_decoder (input logic clk,
						  input logic reset,
						  input wire [11:0] controller_state,
						  input logic [9:0] curr_x,
						  input logic [8:0] curr_y,
						  output logic [3:0] r_out,
						  output logic [3:0] g_out,
						  output logic [3:0] b_out);
reg [9:0] x_pos;
reg [8:0] y_pos;
reg [3:0] r_out_sprite;
reg [3:0] g_out_sprite;
reg [3:0] b_out_sprite;
wire clk_1Hz;
reg [30:0] counter;
reg [30:0] counter2;
reg [30:0] counter3;
reg [7:0] size;
clock_divider_1Hz clk_div_1 (
	.clock (clk),
	.reset (reset),
	.clk_1Hz (clk_1Hz));
always @ (posedge clk or posedge reset)
begin
	if(reset)
	begin
		x_pos = 10'b1000000000;
		y_pos = 9'b100000000;
		counter = 31'd0;
		counter2 = 31'd0;
		counter3 = 31'd0;
		r_out_sprite = 4'b1111;
		g_out_sprite = 4'b1111;
		b_out_sprite = 4'b1111;
		size = 8'b000010100;
	end
	else
	begin
		counter = counter + 1;
		counter2 = counter2 + 1;
		counter3 = counter3 + 1;
		if(counter == 31'd100000)
		begin
			if(~controller_state[4])
				y_pos = y_pos - 1;
			if(~controller_state[5])
				y_pos = y_pos + 1;
			if(~controller_state[6])
				x_pos = x_pos - 1;
			if(~controller_state[7])
				x_pos = x_pos + 1;
			counter = 31'd0;
		end
		if(counter2 == 31'd10000000)
		begin
			if(~controller_state[10])
				r_out_sprite = r_out_sprite - 1;
			if(~controller_state[11])
				r_out_sprite = r_out_sprite + 1;
			if(~controller_state[0])
				g_out_sprite = g_out_sprite - 1;
			if(~controller_state[8])
				g_out_sprite = g_out_sprite + 1;
			if(~controller_state[1])
				b_out_sprite = b_out_sprite - 1;
			if(~controller_state[9])
				b_out_sprite = b_out_sprite + 1;
			if(~controller_state[2])
				size = size - 1;
			if(~controller_state[3])
				size = size + 1;
			counter2 = 31'd0;
		end
		if(curr_x > x_pos - size & curr_x < x_pos + size)
		begin
			if(curr_y > y_pos - size & curr_y < y_pos + size)
			begin
				r_out = r_out_sprite;
				g_out = g_out_sprite;
				b_out = b_out_sprite;
			end
		end
		else
		begin
			r_out <= 4'b0000;
			g_out <= 4'b0000;
			b_out <= 4'b0000;
		end
	end
end
endmodule
module vga_generator(input logic active_draw,
							input logic [3:0] r,
							input logic [3:0] g,
							input logic [3:0] b,
							output logic [3:0] r_out,
							output logic [3:0] g_out,
							output logic [3:0] b_out);
always_comb
	if(active_draw)
	begin
		r_out = r;
		g_out = g;
		b_out = b;
	end
	else
	begin
		r_out = 4'b0000;
		g_out = 4'b0000;
		b_out = 4'b0000;
	end
endmodule
module fsm_snes (input clk,											 
					  input strobe,										 
					  input data,											 
					  output wire [11:0] controller_state,			 
					  output finish,										 
					  output idle,											 
					  output snes_latch,									 
					  output snes_clk);									 
parameter s0 = 10'b0101000001;							 
parameter s1 = 10'b1100000010;							 
parameter s2 = 10'b0100000100;							 
parameter s3 = 10'b0000001000;							 
parameter s4 = 10'b0100010000;							 
parameter s5 = 10'b0110100000;							 
reg [9:0] state = s0;										 
reg [9:0] delay = 10'd600;									 
reg [3:0] clks = 4'd0;										 
reg [14:0] controller_state_temp = 15'd0;				 
wire prefinish = (state[9:0] == s4) ? 1'b1:0;		 
assign snes_latch = state[9];								 
assign snes_clk = state[8];								 
assign finish = state[7];									 
assign idle = state[6];										 
always @(posedge clk)
begin
	case(state[9:0])
	s0:									 
	begin									
		state <= s0;					 
		delay <= 10'd600;				 
		clks <= 4'd0;					 
		if(strobe == 1)				 
			state <= s1;				 
	end
	s1:									 
	begin
		state <= s1;					 
		delay <= delay - 1'b1;		 
		clks <= 4'd1;					 
		if(delay == 10'd0)			 
		begin
			delay <= 10'd300;			 
			state <= s2;				 
		end
	end
	s2:									 
	begin
		state <= s2;					 
		delay <= delay - 1'b1;		 
		clks <= clks;					 
		if(delay == 10'd0)			 
		begin
			delay <= 10'd300;			 
			state <= s3;				 
		end
	end
	s3:									 
	begin
		state <= s3;					 
		delay <= delay - 1'b1;		 
		clks <= clks;					 
		if(delay == 10'd0)			 
		begin
			clks <= clks + 1'b1;		 
			if(clks < 4'd15)			 
			begin
				delay <= 10'd300;		 
				state <= s2;			 
			end
			else							 
			begin
				delay <= 10'd600;		 
				state <= s4;			 
			end
		end
	end
	s4:									 
	begin
		state <= s4;					 
		delay <= delay - 1'b1;		 
		clks <= 4'd0;					 
		if(delay == 10'd0)			 
			state <= s5;				 
	end
	s5:									 
	begin
		state <= s0;					 
		delay <= 10'd0;				 
		clks <= 4'd0;					 
	end
	default:								 
	begin
		state <= s0;
		delay <= 10'd0;
		clks <= 4'd0;
	end
	endcase
end
always@(negedge snes_clk)																 
begin
	controller_state_temp[14:0] <= {data, controller_state_temp[14:1]};	 
end
always@(posedge prefinish)																 
begin	
	controller_state[11:0] <= controller_state_temp [11:0];					 
end
endmodule
module VGA (input logic clk,
				input logic strobe,
				input logic reset,
				output logic hsync,
				output logic vsync,
				output logic active_draw,
				output logic finished,
				output logic [9:0] curr_x,
				output logic [8:0] curr_y);
parameter hsync_begin = 16;
parameter hsync_end = 112;
parameter h_active = 160;
parameter vsync_begin = 490;
parameter vsync_end = 492;
parameter v_active_end = 480;
parameter pixel_line = 800;
parameter line_screen = 525;
reg [9:0] h_count;
reg [9:0] v_count;
assign hsync = ~((h_count >= hsync_begin) & (h_count < hsync_end));
assign vsync = ~((v_count >= vsync_begin) & (v_count < vsync_end));
assign curr_x = (h_count < h_active) ? 0 : (h_count - h_active);
assign curr_y = (v_count >= v_active_end) ? (v_active_end - 1) : (v_count);
assign active_draw = ~((h_count < h_active) | (v_count > v_active_end - 1));
assign finished = ((v_count == line_screen - 1) & (h_count == pixel_line));
always @ (posedge clk)
begin
	if(reset)
	begin
		h_count <= 0;
		v_count <= 0;
	end
	if(strobe)
	begin
		if(h_count == pixel_line)
		begin
			h_count <= 0;
			v_count <= v_count + 1;
		end
		else
			h_count <= h_count + 1;
		if(v_count == line_screen)
			v_count <= 0;
	end
end
endmodule
module clock_divider_1Hz (input logic clock,
		    input logic reset,
		    output logic clk_1Hz);
reg [27:0] counter;
always@(posedge reset or posedge clock)
begin
	if (reset == 1)
	begin
		clk_1Hz <= 0;
		counter <= 0;
	end
	else
	begin
		counter <= counter + 1;
		if(counter == 25_000_000)
		begin
			counter <= 0;
			clk_1Hz <= ~clk_1Hz;
		end
	end
end
endmodule
module top_level(input logic clk,
					  input logic strobe,
					  input logic data,
					  input logic reset,
					  output logic snes_latch,
					  output logic snes_clk,
					  output logic v_sync,
					  output logic h_sync,
					  output logic [3:0] r,
					  output logic [3:0] g,
					  output logic [3:0] b);
reg [11:0] controller_state;
wire clk_25MHz, active_draw;
reg [3:0] r_reg;
reg [3:0] g_reg;
reg [3:0] b_reg;
reg [9:0] curr_x;
reg [8:0] curr_y;
fsm_snes snes_decode (
	.clk (clk),
	.strobe (strobe),
	.data (data),
	.snes_latch (snes_latch),
	.controller_state (controller_state),
	.snes_clk (snes_clk));
clockdivider my_clk_div (
	.clock (clk),
	.reset (reset),
	.clk_25MHz (clk_25MHz));
VGA my_VGA (
	.clk (clk),
	.strobe (clk_25MHz),
	.reset (reset),
	.hsync (h_sync),
	.vsync (v_sync),
	.curr_x (curr_x),
	.curr_y (curr_y),
	.active_draw (active_draw));
rgb_decoder my_decoder (
	.clk (clk),
	.controller_state (controller_state),
	.reset (reset),
	.curr_x (curr_x),
	.curr_y (curr_y),
	.r_out (r_reg),
	.g_out (g_reg),
	.b_out (b_reg));
vga_generator my_generator (
	.active_draw (active_draw),
	.r (r_reg),
	.g (g_reg),
	.b (b_reg),
	.r_out (r),
	.g_out (g),
	.b_out (b));
endmodule
==> design/flow/run.sh <==
#!/bin/bash
# OpenROAD 26Q1-2900-gdf79404cd8, Yosys 0.63+post, stock flow scripts
make -C /OpenROAD-flow-scripts/flow DESIGN_CONFIG=/design/flow/config.mk WORK_HOME=/design/flow/orfs finish
==> impl_metrics.py <==
# Synthesis and PnR figures
metrics = {
    "status": {
        "status": "finished clean",
    },
    "cts": {
        "root_buffer": "clkbuf_16",
        "cts_setup_buffers": 0,
        "path_clk_slew_ps": 70,
        "cts_max_level": 4,
        "clk_latency_ps": 440,
        "cts-hold-fix-buffers": 0,
        "cts_made_buffers": 17,
        "cts-resized-gates": 0,
        "cts_max_path_buffers": 2,
        "cts_tree": "yes",
    },
    "timing": {
        "unclocked_pins": 27,
        "drv_slew": 0,
        "fin_crit_ps": 7560,
        "max_slew.worst_pin.slew_ps": 788,
        "setup_viol": 0,
        "skew_ps": 16.2,
        "rsz0062_at_grt": "no",
        "maxSlewHeadroom_pct": 47.3,
        "unconstrained_endpoints": 27,
        "setup_tns_ps": 0,
        "max_freq_mhz": 132,
        "hold_viol": 0,
        "period_used_pct": 37.4,
    },
    "power": {
        "switchingPower_w": 0.000218,
        "ir_drop_mv": 0.0683,
        "power.total_w": 0.000761,
        "seq_power_share_pct": 45.7,
        "swShare_pct": 28.7,
        "pwr-share-comb_pct": 12.3,
        "leakagePower_nw": 5.56,
        "internal_power_w": 0.000543,
        "powerDensity_nw_per_um2": 56.5,
        "power.share.clock_pct": 42.0,
    },
    "place": {
        "portBuffers": 19,
        "place_area_um2": 12900,
        "gp_congestion": 0.904,
        "dp_hpwl_um": 19200,
        "dp_cells": 1826,
    },
    "detailed_routing": {
        "ant_nets": 0,
        "vias": 9126,
        "drc": 0,
        "routed_via_density": 4.91,
        "dr_wl_met2_um": 11600,
        "wl_per_cell_um": 13.8,
        "wl_met3_um": 730,
        "drt_pass1_iterations": 5,
        "drt_iter0_drc": 501,
        "top_layer": "met4",
        "met1_length_um": 13100,
        "finalWirelength_um": 25600,
        "antenna_cells": 0,
    },
    "yosys": {
        "top_cell_area_share_pct": 18.0,
        "syn-cell-area_um2": 12200,
        "edf_count": 26,
        "syn_avg_cell_area_um2": 9.23,
        "top_area_cell": "dfrtp_1",
        "yosys_warnings": 7,
        "synthTopCellsByCount": "119 x nor2_1, 118 x xnor2_1, 93 x ha_1",
        "synthArstFlopShare_pct": 56.5,
        "ys_seq_share_pct": 36.7,
        "ys_chip_area_um2": 12200,
        "ys.flop_type": "dfrtp_1",
        "yosys-top-cells-area": "dfrtp_1 18%, ha_1 9.5%, dfxtp_1 8.8%",
        "ys_seq_elements": 184,
        "yosysCellCount": 1325,
        "ys_types": 85,
        "most_common_cell": "nor2_1",
        "netlist_instances": 1325,
    },
    "worst_setup_path": {
        "path_common_cell": "ha_1",
        "worstSetupEndpointType": "flip-flop",
        "start_kind": "flip-flop",
        "worst_ep_arrival_time_ps": 7710,
        "critPathMaxFanout": 13,
        "path_class": "reg2reg",
        "rrSetupSlack_ps": 12640,
        "cp_slowest_cell": "and4_1",
        "slowest_delay_ps": 550,
        "required_ps": 20350,
    },
    "die": {
        "die_height_um": 204,
        "die_w_um": 204,
        "pin_count": 20,
        "rows": 73,
        "initCoreUtil_pct": 30.6,
        "core_area_um2": 40000,
        "dieArea_um2": 41600,
    },
    "grt": {
        "grt_first_pass_wirelength_um": 43200,
        "track_usage_pct": 13.0,
        "grt_max_degree": 56,
        "first_global_vias": 8466,
        "antenna_found_initial": 0,
        "overflow": 0,
    },
    "cells_and_area": {
        "final_cell_area_um2": 13500,
        "nFillCells": 4080,
        "drive_above_1_share_pct": 7.35,
        "final_cells": 1858,
        "syn_to_final_growth_pct": 10.3,
    },
    "run": {
        "drv_cap": 0,
        "openroad.warnings": 47,
    },
    "min_path": {
        "worstHoldPathType": "reg2reg",
    },
}
## sequential cells by signal (all words and copies together), names as in the netlist
signal / count
my_decoder.counter2: 31
my_decoder.g_out: 4
my_decoder.r_out: 4
my_clk_div.counter: 2
my_decoder.b_out: 4
my_VGA.h_count: 10
my_clk_div.clk_25MHz: 1
my_decoder.y_pos: 9
my_decoder.counter: 31
snes_decode.controller_state: 12
my_decoder.r_out_sprite: 4
snes_decode.controller_state_temp: 15
my_VGA.v_count: 10
snes_decode.delay: 10
my_decoder.b_out_sprite: 4
my_decoder.size: 8
my_decoder.x_pos: 10
my_decoder.g_out_sprite: 4
snes_decode.clks: 4
snes_decode.state: 7
## stage by stage
step                      worst slack, ps  util [%]  hold slack [ps]
after floorplan                     12760         -              437
after global placement              12890      32.3              466
after detailed placement            12690      32.3              473
after CTS                           12640      33.7              495
after global routing                11920      33.7              512
final                               12640      33.7              487
## per-layer routing
| metal | track usage, % | up-vias |
|---|---|---|
| met3 | 1.89 | 9 |
| met1 | 20.6 | 4359 |
| met5 | 0 | - |
| met2 | 19.9 | 107 |
| met4 | 0.994 | 0 |
| li1 | - | 4651 |
## cell type report
cell class / count / area (um^2) / share of cell area (%)
clock inverter: 15 / 150 / 1.11
clock buffer: 17 / 425 / 3.16
sequential: 184 / 4480 / 33.3
tap: 525 / 657 / 4.87
inverter: 68 / 263 / 1.95
multi-input combinational: 1023 / 7260 / 53.8
timing repair buffer: 26 / 243 / 1.80
## cell usage in the layout (no fill, tap or decap), types with 7 or more instances in the layout
cell,count
or3_1,17
and2_1,27
o21bai_1,10
o21a_1,11
nand4_1,34
nand2_1,91
a21oi_1,50
mux2i_1,7
clkbuf_16,17
xnor2_1,118
clkdlybuf4s50_1,19
buf_4,7
nor3_1,39
edfxtp_1,26
dfstp_2,16
nand3_1,45
ha_1,93
or2_2,10
dfrtp_1,88
nor2b_1,17
mux2_2,7
inv_1,66
a31oi_1,9
o21ai_0,43
o211ai_1,13
and4_1,12
nor4_1,17
nand3b_1,10
xor2_1,68
nor2_1,119
dfxtp_1,54
and3_1,27
nand2b_1,19
## path summary, 6_finish.rpt
path / to / from / cells past startpoint
setup / recovery: my_decoder.g_out[3] / my_decoder.counter2[0] / 27
setup reg to reg: my_decoder.g_out[3] / my_decoder.counter2[0] / 27
hold reg to reg: snes_decode.delay[0] / snes_decode.delay[0] / 1
min in group asynchronous: my_clk_div.counter[1] / reset / 2
max in group asynchronous: my_decoder.counter[12] / reset / 4
hold / removal: snes_decode.delay[0] / snes_decode.delay[0] / 1
## critical path, delay by kind of cell (launching register included)
family	cells	cell delay [ps]
xor+xnor	3	600
flops	1	410
simple gates	7	2030
buf+inv	4	600
mux	1	340
fa+ha+maj	3	850
compound gates	9	2440
## power groups by stage
stage / combinational, W / clock (W) / sequential (W)
global route: 0.000106 / 0.000343 / 0.000350
CTS: 0.0000942 / 0.000332 / 0.000348
finish: 0.0000935 / 0.000320 / 0.000348
## logic make-up (layout without fill, tap and decap cells)
kind of cell | after synthesis | count (layout) | share of synthesized area [%]
simple gates | 523 | 523 | 23.3
compound gates | 199 | 199 | 10.7
xor+xnor | 189 | 189 | 13.8
flops | 184 | 184 | 36.7
buf+inv | 118 | 126 | 3.98
fa+ha+maj | 97 | 97 | 10.2
mux | 15 | 15 | 1.34
Power and IR drop assume default switching activity.
